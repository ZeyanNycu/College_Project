$ cat design/flow/run.sh
#!/bin/bash
# OpenROAD 26Q1-2900-gdf79404cd8, Yosys 0.63+post, stock flow scripts
make -C /OpenROAD-flow-scripts/flow DESIGN_CONFIG=/design/flow/config.mk WORK_HOME=/design/flow/orfs finish
$ cat design/flow/constraint.sdc
current_design debounce

set clk_period 4.6
set clk_io_pct 0.2

create_clock -name clk0 -period $clk_period [get_ports {clk}]

set non_clock_inputs [all_inputs -no_clocks]
set_input_delay [expr $clk_period * $clk_io_pct] -clock clk0 $non_clock_inputs
set_output_delay [expr $clk_period * $clk_io_pct] -clock clk0 [all_outputs]
$ cat design/flow/config.mk
export PLATFORM = sky130hd
export DESIGN_NAME = debounce
export DESIGN_NICKNAME = debounce
export VERILOG_FILES = /design/flow/design.v
export SDC_FILE = /design/flow/constraint.sdc
export NUM_CORES = 4
export LEC_CHECK = 1
export CORE_AREA = 10 10 102 102
export DIE_AREA = 0 0 112 112
$ cat design/flow/design.v
`timescale 1ns / 1ps
module debounce(input clk, input btn_input, output btn_output);
parameter DEBOUNCE_PERIOD = 2_000_000;  
reg [$clog2(DEBOUNCE_PERIOD):0] counter;
assign btn_output = (counter == DEBOUNCE_PERIOD);
always@(posedge clk) begin
  if (btn_input == 0)
    counter <= 0;
  else
    counter <= counter + (counter != DEBOUNCE_PERIOD);
end
endmodule
==> run summary <==
flow finished, numbers: first-pass GRT wire length 3.463 mm, Die W 112 µm, hold depth 2, RSZ-0062 raised after global routing no, worst-path cell chain or4_2 > nor3_1 > nand4_1 > inv_1 > clkdlybuf4s50_1, io pins 3, Post-Synth AOI/OAI Area 0.06577, clock-pin slew on the worst setup and hold paths 0.07 ns, slowest CP cell or4_2, fp util 0.1250, overall power 0.3194 mW, Clock Tree Buf Depth 2, Crit Path Max Fanout 7, most frequent logic cell in the layout dfxtp_1, critical path's largest stage delay 0.66 ns, maxcap violations 0, XOR/XNOR Area Share 0.1108, Mean Syn Cell Area 8.855 µm², cts repair resizes 0, status complete, no violations, Reg2Reg Depth 9, crit path DRT 3.68 ns, Top Layout Cells dfxtp_1 (22), nor2_1 (15), nand2_1 (8), xor2_1 (7), setup violators final 0, Clock Latency Late Sink 0.25 ns, number of flip-flops in the largest register 22, post-route ant nets 0, max-slew violation count 0, CP startpoint kind flip-flop, Log Warnings 25, average wire per standard cell 8.554 µm, CP bufs+invs 2, vias in the first global route 808, Row Count 33, grt ovf 0, area reported by Yosys stat 1027 µm², Crit Reg-Reg Startpoint counter[2], final hold violation count 0, layout cells sized above 1 0.05882, antenna cell count 0, DRT iter0 DRCs 28, pwr/cell area 265.1 nW/µm², synth warn 1, Cell Area, Synth 1027 µm², Crit path max-delay family simple AND/OR/NAND/NOR gates, Hold WC Path Type flip-flop to flip-flop, Fin Setup TNS 0 ns, register share after synthesis 0.4287, Clock Skew 0.001163 ns, slew at the pin with the worst max-slew slack 0.5107 ns, simple share 0.3313, Leak 0.3560 nW, Synth area leaders dfxtp_1 (43%), xor2_1 (6.0%), nor2_1 (5.5%), Filler cells 913, CP arrival 2.12 ns, # port buffers 2, Mapped Cells 116, drt total wl 1.916 mm, DRC 0, crit path time final 3.037 ns, CP Capture Type output pin, CTS buffer count 3, post-CTS setup buffer count 0, hold_sp counter[21], adder-cell share of the synthesized area 0.02436, register area 440.4 µm², ys cells 116, Syn-to-layout area delta 17.30%, Fmax 0.3293 GHz, Sink Count 22, Reg-to-Reg End counter[14], Rel. slew slack 0.6574, Most flops, register counter, CTS tree yes, DIE AREA 12540 µm², dpl cells 221, Hold EP counter[21], dpl hpwl 1.369 mm, initial antenna violation count 0, synthesized flop and latch total 22, Avg Vias per Cell 3.647, cell type with the largest total area dfxtp_1, gpl congestion 0.7705, Top Registers counter: 22 flops, Top non-seq family simple AND/OR/NAND/NOR gates, H-Tree Depth 1, CTS Root Cell clkbuf_8, fin cells 224, peak supply drop 0.08145 mV, Core Util, Final 0.1466, mux share 0.009744, Comb gate area 556.8 µm², Crit Path Category flip-flop to output pin, drt pass-1 iters 4, Post-CTS Hold Buffers 0, Die Y 112 µm, cycle use final 0.6601, GRT Total Usage 0.03093, reg-to-reg slack, setup 1.96 ns, Largest type area fraction 0.4287, vias 817, Cell Type Count 31, largest net degree at the start of global routing 20, Core ar. 8217 µm²
[cell usage after synthesis]
cell type	n
clkbuf_1	1
buf_6	1
xnor2_1	6
o31ai_1	4
or4_2	1
or2_1	1
nand4b_1	1
nand3_1	6
and3_1	1
mux2i_1	1
a21oi_1	5
nor4_1	3
nand2b_1	1
clkinv_1	1
ha_1	2
xor2_1	7
nor4b_1	1
o21ai_0	1
nand2_1	8
nand3_2	1
or3_2	1
inv_1	3
o211ai_1	1
dfxtp_1	22
nand4_1	6
and4_1	2
and2_1	2
nor2_1	15
and4_2	1
or4_1	6
nor3_1	4
[cells by family after synthesis]
logic type	after synthesis
xor+xnor	13
flops	22
fa+ha+maj	2
mux	1
compound gates	11
simple gates	61
buf+inv	6
[metrics by stage]
| step | area (µm²) | hold WS [ns] | setup slack [ns] |
|---|---|---|---|
| finish | 1205 | 0.4632 | 1.563 |
| global route | 1205 | 0.4919 | 1.458 |
| CTS | 1205 | 0.4655 | 1.544 |
| detailed placement | 1164 | 0.4552 | 1.834 |
| global placement | 1164 | 0.4644 | 1.874 |
| floorplan | 1027 | 0.4370 | 2.214 |
[layer usage]
layer  wire [µm]  vias up  GRT usage
li1            -      429          -
met5           0        -          0
met4          13        0   0.005076
met1         961      383    0.03908
met2         854        3    0.05012
met3          87        2    0.01140
[report_power, final]
group	internal, mW	switching, mW
Sequential	0.193	0.00243
Combinational	0.00464	0.00636
Clock	0.0582	0.0552
Total	0.255	0.0640
[worst max-delay path by stage]
stage	startpoint	endpoint	slack, ns	depth (start not counted)
after global routing	counter[2]	btn_output	1.46	5
after CTS	counter[2]	btn_output	1.54	5
final	counter[2]	btn_output	1.56	5
[cell type report]
| cell class | count | area share |
|---|---|---|
| multi-input combinational | 88 | 0.4621 |
| clock buffer | 3 | 0.03427 |
| sequential | 22 | 0.3655 |
| tap | 105 | 0.1090 |
| timing repair buffer | 2 | 0.01661 |
| inverter | 4 | 0.01246 |
[tightest hold or removal path: stages (launching register included)]
cell     delay [ns]
dfxtp_1        0.32
nand2_1        0.05
mux2i_1        0.05
Power and IR drop assume default switching activity.
